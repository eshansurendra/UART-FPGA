===== /design/flow/run.sh =====
#!/bin/bash
# OpenROAD 26Q1-2900-gdf79404cd8, Yosys 0.63+post, stock flow scripts
make -C /OpenROAD-flow-scripts/flow DESIGN_CONFIG=/design/flow/config.mk WORK_HOME=/design/flow/orfs finish

===== /design/flow/config.mk =====
export PLATFORM = sky130hd
export DESIGN_NAME = uart
export DESIGN_NICKNAME = uart
export VERILOG_FILES = /design/flow/design.v
export SDC_FILE = /design/flow/constraint.sdc
export NUM_CORES = 4
export LEC_CHECK = 1
export CORE_UTILIZATION = 40

===== /design/flow/constraint.sdc =====
current_design uart

set clk_period 3.0
set clk_io_pct 0.2

create_clock -name clk0 -period $clk_period [get_ports {clk}]

set non_clock_inputs [all_inputs -no_clocks]
set_input_delay [expr $clk_period * $clk_io_pct] -clock clk0 $non_clock_inputs
set_output_delay [expr $clk_period * $clk_io_pct] -clock clk0 [all_outputs]

===== /design/flow/design.v =====
module binary_to_7seg ( 
	input logic [3:0] data_in,
	output logic [6:0] data_out
);
    logic [15:0][6:0] lut_7seg;
    assign lut_7seg[0] = 7'b0111111;
    assign lut_7seg[1] = 7'b0000110;
    assign lut_7seg[2] = 7'b1011011;
    assign lut_7seg[3] = 7'b1001111;
    assign lut_7seg[4] = 7'b1100110;
    assign lut_7seg[5] = 7'b1101101;
    assign lut_7seg[6] = 7'b1111101;
    assign lut_7seg[7] = 7'b0000111;
    assign lut_7seg[8] = 7'b1111111;
    assign lut_7seg[9] = 7'b1101111;
    assign lut_7seg[15:10] = 7'b0;     
	 assign data_out = ~lut_7seg[data_in];
endmodule
module receiver #(
	parameter CLOCKS_PER_PULSE = 16
)
(
	input logic clk,
	input logic rstn,
	input logic ready_clr,
	input logic rx,
	output logic ready,
	output logic [7:0] data_out
);
	enum {RX_IDLE, RX_START, RX_DATA, RX_END} state;
	logic[2:0] c_bits;
	logic[$clog2(CLOCKS_PER_PULSE)-1:0] c_clocks;
  	logic[7:0] temp_data;
	logic rx_sync;
	always_ff @(posedge clk or negedge rstn) begin
		if (!rstn) begin
			c_clocks <= 0;
			c_bits <= 0;
			temp_data <= 8'b0;
			ready <= 0;
			state <= RX_IDLE;
		end else begin 
			rx_sync <= rx;   
			case (state)
			RX_IDLE : begin
				if (rx_sync == 0) begin
					state <= RX_START;
					c_clocks <= 0;
				end
			end
			RX_START: begin
				if (c_clocks == CLOCKS_PER_PULSE/2-1) begin
					state <= RX_DATA;
					c_clocks <= 0;
				end else
					c_clocks <= c_clocks + 1;
			end
			RX_DATA : begin
				if (c_clocks == CLOCKS_PER_PULSE-1) begin
					c_clocks <= 0;
					temp_data[c_bits] <= rx_sync;
					if (c_bits == 3'd7) begin
						state <= RX_END;
						c_bits <= 0;
					end else c_bits <= c_bits + 1;
				end else c_clocks <= c_clocks + 1;
			end
			RX_END : begin
				if (c_clocks == CLOCKS_PER_PULSE-1) begin
					ready <= 1'b1;
					state <= RX_IDLE;
					c_clocks <= 0;
				end else c_clocks <= c_clocks + 1;
			end
			default: state <= RX_IDLE;
			endcase
		end
	end
	assign data_out = temp_data;
endmodule
module transmitter #(
	parameter CLOCKS_PER_PULSE = 16
)
(
	input logic [7:0] data_in,
	input logic data_en,
	input logic clk,
	input logic rstn,
	output logic tx,
	output logic tx_busy
);
	enum {TX_IDLE, TX_START, TX_DATA, TX_END} state;
	logic[7:0] data = 8'b0;
	logic[2:0] c_bits = 3'b0;
	logic[$clog2(CLOCKS_PER_PULSE)-1:0] c_clocks = 0;
	always_ff @(posedge clk or negedge rstn) begin
		if (!rstn) begin
			c_clocks <= 0;
			c_bits <= 0;
			data <= 0;
          	tx <= 1'b1;
			state <= TX_IDLE;
		end else begin 
			case (state)
			TX_IDLE: begin
				if (~data_en) begin
					state <= TX_START;
					data <= data_in;
					c_bits <= 3'b0;
					c_clocks <= 0;
				end else tx <= 1'b1;
			end
			TX_START: begin
				if (c_clocks == CLOCKS_PER_PULSE-1) begin
					state <= TX_DATA;
					c_clocks <= 0;
				end else begin
					tx <= 1'b0;
					c_clocks <= c_clocks + 1;
				end
			end
			TX_DATA: begin
				if (c_clocks == CLOCKS_PER_PULSE-1) begin
					c_clocks <= 0;
					if (c_bits == 3'd7) begin
						state <= TX_END;
					end else begin
						c_bits <= c_bits + 1;
						tx <= data[c_bits];
					end
				end else begin
					tx <= data[c_bits];
					c_clocks <= c_clocks + 1;
				end
			end
			TX_END: begin
				if (c_clocks == CLOCKS_PER_PULSE-1) begin
					state <= TX_IDLE;
					c_clocks <= 0;
				end else begin
					tx <= 1'b1;
					c_clocks <= c_clocks + 1;
				end
			end
            default: state <= TX_IDLE;
			endcase
		end
	end
	assign tx_busy = (state != TX_IDLE);
endmodule
module uart #(
	parameter CLOCKS_PER_PULSE = 5208
)
(
	input logic [3:0] data_in,
	input logic data_en,
	input logic clk,
	input logic rstn,
	output logic tx,
	output logic tx_busy,
	input logic ready_clr,
	input logic rx,
	output logic ready,
	output logic [7:0] led_out,
	output logic [6:0] display_out
);
	logic [7:0] data_input; 
	logic [7:0] data_output;
	transmitter #(.CLOCKS_PER_PULSE(CLOCKS_PER_PULSE)) uart_tx (
		.data_in(data_input),
		.data_en(data_en),
		.clk(clk),
		.rstn(rstn),
		.tx(tx),
		.tx_busy(tx_busy)
	);
	receiver #(.CLOCKS_PER_PULSE(CLOCKS_PER_PULSE)) uart_rx (
		.clk(clk),
		.rstn(rstn),
		.ready_clr(ready_clr),
		.rx(rx),
		.ready(ready),
		.data_out(data_output)
	);
	binary_to_7seg converter (
		.data_in(data_output[3:0]),
		.data_out(display_out)
	);
	assign data_input = {4'b0, data_in};
	assign led_out = data_output[7:0];
endmodule

==> flow_summary.yaml <==
# physical design summary
routing:
  via_per_inst: 5.21
  n_antenna_cell: 0
  wl_um: 5790
  drc_errors: 0
  drt_iter0_markers: 119
  num_vias: 2338
  first_pass_iters: 4
  post_drt_wl_per_cell_um: 12.9
  ant_nets: 0
floorplan:
  fp_util_pct: 42.2
  die_area_mm2: 0.00817
  die_x_um: 90.4
  core_area_mm2: 0.00741
  num_rows: 31
  die_y_um: 90.4
  io_pins: 27
place:
  pre_cts_ws_ps: 546
  dpl.hpwl_um: 4170
  place.gp.congestion: 0.848
  numPortBuffers: 25
  place_inst: 441
timing:
  finalCritPeriodShare_pct: 88.2
  setup_violations: 0
  tightest_slew_ps: 510
  min_period_ps: 2650
  whs_ps: 215
  setup_ws_ps: 355
  skew_ps: 7.75
  drv_slew: 0
  rsz0062_at_grt: "no"
  relSlewSlack_pct: 65.9
  fmax_ghz: 0.378
  fin_setup_tns_ps: 0
  hold_violations: 0
power:
  p_leak_nw: 1.54
  p_sw_share_pct: 32.0
  pwr-share-comb_pct: 29.9
  power_density_mw_per_mm2: 516
  power_frac_seq_pct: 48.9
  clkPwrFrac_pct: 21.2
  ir_drop_mv: 0.224
  p_int_mw: 1.24
  switchingPower_mw: 0.585
critical_path:
  crit_required_ps: 2400
  crit_path_end_kind: "output port"
  start_kind: "register"
  arrival_ps: 2050
  crit_type: "register to output port"
  r2r_setup_slack_ps: 700
  crit_fanout: 7
yosys:
  yosys.area.top_type: "dfrtp_1"
  synthArstFlopShare_pct: 98.1
  yosys_warnings: 2
  ys_cells: 324
  syn-cell-area_mm2: 0.00313
  yosys-top-cells-count: "dfrtp_1 (50), nand2_1 (45), nor2_1 (28)"
  yosys-stat-area_mm2: 0.00313
  yosysTopAreaCellShare_pct: 40.0
  yosys_most_used_dff: "dfrtp_1"
  edf_count: 1
  ys_seq_share_pct: 42.7
  synth_cell_type_count: 57
  top_cell: "dfrtp_1"
  syn_area_per_cell_um2: 9.65
  synthTopCellsByArea: "dfrtp_1 (40%), ha_1 (8.4%), nand2_1 (5.4%)"
  netlist_instances: 324
  synth_flops: 53
grt:
  grt_first_pass_wirelength_um: 10300
  first_global_vias: 2221
  overflow: 0
  grt.total_usage_pct: 15.5
  grt_use_met1_pct: 24.0
  grt.met3_usage_pct: 2.65
  grt_max_degree: 21
  grt.busiest_layer: "met2"
  antenna_found_initial: 0
  grt_use_met2_pct: 24.6
min_path:
  hp-class: "primary input to async pin"
clocking:
  cts_hold_buffers: 0
  cts-resized-gates: 0
  root_buffer: "clkbuf_8"
  clk_path_buf_depth: 2
  post-cts-setup-buffer-count: 0
  clk_latency_ps: 300
  htree_levels: 2
  cts_tree: "done"
  cts.sinks: 53
  path_clk_slew_ps: 100
  cts_buffers: 5
cells_and_area:
  syn2layout_area_growth_pct: 13.3
  layout-drive-gt1-share_pct: 9.43
  finish.utilization_pct: 47.8
  stdcell_count: 449
  nFillCells: 675
run:
  warning_count: 39
  cap_violations: 0
status:
  outcome: "complete, no violations"
-- worst paths after layout --
path / from / to / cells after the start
worst min-delay path: rstn / uart_tx.c_clocks[12] / 1
max in group asynchronous: rstn / uart_rx.state[0] / 2
worst max register to register: uart_rx.c_clocks[0] / uart_rx.temp_data[4] / 6
worst min register to register: uart_rx.ready / uart_rx.ready / 1
min in group clk0: uart_rx.ready / uart_rx.ready / 1
worst max-delay path: uart_rx.temp_data[1] / display_out[3] / 6
-- layout by cell type, fill, tap and decap left out, drive strengths merged, types with 4 or more instances in the layout --
| master | netlist | final |
|---|---|---|
| a21oi | 9 | 9 |
| a22o | 6 | 6 |
| a31oi | 6 | 6 |
| and2 | 5 | 5 |
| and4 | 5 | 5 |
| buf | 5 | 5 |
| clkbuf | 6 | 7 |
| clkdlybuf4s50 | 0 | 24 |
| dfrtp | 50 | 50 |
| ha | 21 | 21 |
| inv | 17 | 17 |
| mux2 | 9 | 9 |
| mux2i | 4 | 4 |
| nand2 | 45 | 45 |
| nand2b | 7 | 7 |
| nand3 | 19 | 19 |
| nand4 | 4 | 4 |
| nor2 | 28 | 28 |
| nor3 | 8 | 8 |
| o21ai | 13 | 13 |
| o311ai | 6 | 6 |
| xnor2 | 4 | 4 |
| xor2 | 6 | 6 |
-- per-layer routing --
| layer | vias up | share of wire (%) | wire length [um] |
|---|---|---|---|
| met5 | - | 0 | 0 |
| met4 | 0 | 0.47 | 27 |
| met3 | 2 | 3.1 | 181 |
| met2 | 28 | 47 | 2700 |
| met1 | 1106 | 50 | 2890 |
| li1 | 1202 | - | - |
-- layout make-up --
class	count	area [um^2]	area share, %
Clock buffer	7	76.3	2.16
Clock inverter	1	7.51	0.212
Inverter	17	63.8	1.80
Multi-Input combinational cell	243	1660	46.9
Sequential cell	53	1330	37.7
Tap cell	99	124	3.50
Timing Repair Buffer	29	275	7.77
-- kinds of logic (layout without fill, tap and decap cells) --
logic type	after synthesis	in the layout	synth area share, %
muxes	14	14	5.24
xor gates and xnor gates	10	10	2.80
and+or+nand+nor	142	142	23.9
adders and majority gates	21	21	8.41
AOI/OAI and AO/OA	56	56	12.5
DFF	53	53	42.7
buffers and inverters	28	54	4.44
-- worst max-delay path: stages (launching register included) --
cell and delay [ps]:
dfrtp_1 450, inv_1 170, ha_1 200, or2_2 260, a21oi_1 190, a31oi_1 60
clkdlybuf4s50_1 420
-- registers in the layout (all words and copies together) (netlist names) --
name / count
uart_rx.c_clocks: 13
uart_tx.c_clocks: 13
uart_rx.temp_data: 8
uart_rx.state: 4
uart_tx.data: 4
uart_rx.c_bits: 3
uart_tx.c_bits: 3
uart_tx.state: 2
uart_rx.ready: 1
uart_rx.rx_sync: 1
uart_tx.tx: 1
-- metrics by stage --
| stage | total power, mW | cell area, um^2 |
|---|---|---|
| floorplan | 1.30 | 3130 |
| global placement | 1.44 | 3460 |
| detailed placement | 1.45 | 3460 |
| CTS | 1.86 | 3540 |
| global route | 1.96 | 3540 |
| finish | 1.83 | 3540 |
-- power by group through the flow --
stage | Combinational [mW] | Sequential, mW | Clock (mW)
global route | 0.625 | 0.907 | 0.431
finish | 0.545 | 0.894 | 0.387
CTS | 0.551 | 0.896 | 0.411
No activity file was given, so power comes from the tool's default toggle rates.
